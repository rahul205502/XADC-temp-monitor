## flow/config.mk

```make
export PLATFORM = sky130hd
export DESIGN_NAME = uart_tx
export DESIGN_NICKNAME = uart_tx
export VERILOG_FILES = /design/flow/design.v
export SDC_FILE = /design/flow/constraint.sdc
export NUM_CORES = 4
export LEC_CHECK = 1
export CORE_UTILIZATION = 40
```

## flow/constraint.sdc

```tcl
current_design uart_tx

set clk_period 3.7
set clk_io_pct 0.2

create_clock -name clk0 -period $clk_period [get_ports {clk}]

set non_clock_inputs [all_inputs -no_clocks]
set_input_delay [expr $clk_period * $clk_io_pct] -clock clk0 $non_clock_inputs
set_output_delay [expr $clk_period * $clk_io_pct] -clock clk0 [all_outputs]
```

## flow/design.v

```verilog
module uart_tx #(
    parameter CLK_FREQ = 100_000_000,
    parameter BAUD     = 115200
)(
    input  wire        clk,
    input  wire        rst,
    input  wire        en,
    input  wire        send,
    input  wire [15:0] data,
    output reg         tx
);
    localparam integer BAUD_DIV = CLK_FREQ / BAUD;
    reg [$clog2(BAUD_DIV)-1:0] baud_cnt;
    reg baud_tick;
    always @(posedge clk) begin
        if (!en) begin
            baud_cnt  <= 0;
            baud_tick <= 0;
        end else if (baud_cnt == BAUD_DIV-1) begin
            baud_cnt  <= 0;
            baud_tick <= 1;
        end else begin
            baud_cnt  <= baud_cnt + 1;
            baud_tick <= 0;
        end
    end
    localparam IDLE  = 2'd0,
               START = 2'd1,
               DATA  = 2'd2,
               STOP  = 2'd3;
    reg [1:0]  state;
    reg [4:0]  bit_cnt;
    reg [15:0] shift_reg;
    always @(posedge clk) begin
        if (!en) begin
            state   <= IDLE;
            tx      <= 1'b1;
            bit_cnt <= 0;
        end else if (rst) begin
            shift_reg <= 16'h0000;
            bit_cnt   <= 0;
            state     <= START;
        end else if (baud_tick) begin
            case (state)
                IDLE: begin
                    tx <= 1'b1;
                    if (send) begin
                        shift_reg <= data;
                        bit_cnt   <= 0;
                        state     <= START;
                    end
                end
                START: begin
                    tx    <= 1'b0;    
                    state <= DATA;
                end
                DATA: begin
                    tx <= shift_reg[bit_cnt];
                    if (bit_cnt == 15)
                        state <= STOP;
                    else
                        bit_cnt <= bit_cnt + 1;
                end
                STOP: begin
                    tx    <= 1'b1;    
                    state <= IDLE;
                end
            endcase
        end
    end
endmodule
```

## flow/run.sh

```bash
#!/bin/bash
# OpenROAD 26Q1-2900-gdf79404cd8, Yosys 0.63+post, stock flow scripts
make -C /OpenROAD-flow-scripts/flow DESIGN_CONFIG=/design/flow/config.mk WORK_HOME=/design/flow/orfs finish
```

==> notes.md <==
Results of the implementation run.

The flow ran to the end, and the final reports show no timing, DRC or antenna violations. The number of enable-type register cells in the synthesized netlist is 16. The number of buffers on the longest clock path came out at 2. The H-tree depth came out at 2. The count of pins on the block boundary is 21. Buffers placed on the I/O ports in this run total 20.

The area reported by Yosys stat came out at 0.00164 mm^2. The wire length of the first global-routing pass came out at 4460 um. The final RePlAce weighted congestion came out at 0.771.

Setup slack closes at 1.25 ns. The setup slack of the most critical reg-to-reg path came out at between 1.5 and 2 ns. The worst slack at placement is 0.910 ns. Synthesis inferred 37 register bits. The family with the most delay on the worst path is buffers and inverters. The overall global routing resource usage came out at 13.8%. The layout summary lists the proportion of cells stronger than drive strength 1 as around 7%. The critical path startpoint category is a primary input. For reference, the critical path cell chain is clkdlybuf4s50_1 -> o21a_1.

STA lists the maximum fanout along the critical path as 20. In this run the mean area of a mapped cell was 10.8 um^2. The part of the power in the clock network came out at 36.1%. For this run, the final setup violation count is recorded as 0. The shortest period the worst path allows is 2.45 ns.

Per the timing report, the most critical flop-to-flop path originates at bit_cnt[0]. The buffering stage count on the worst path with inverters included is 1. The vertical die size came out at 66.0 um. The largest stage delay on the critical path came out at approximately 0.94 ns. After synthesis, the design contains 152 cells according to Yosys. Summed over all layers, the routed wires come to 2570 um. Net switching is 19.8% of the power. The count of hold-fix buffers inserted at cts is 0. The average via count per standard cell came out at roughly 4.9. Looking at the clock tree report, the root buffer type is clkbuf_8. The required time of the critical path is 3.62 ns. The reported max-cap violation count came out at 0. In the log, the iteration count for the first detailed-route pass is 4. The startpoint identified for the worst hold timing path is bit_cnt[4].

The number of synthesis warnings came out at 1. The number of buffers inserted during clock tree synthesis is 5. Once detail routing completed, the nets flagged for antenna violations numbered 0. The worst supply voltage drop on vdd came out at 0.229 mV.

The final HPWL from detailed placement is 1850 um. The number of gates resized after cts is 0. The class of the tightest hold or removal check is register to register. The final worst hold slack is 0.459 ns. The setup path with the least slack is of type primary input to register.

Entering global routing, the biggest net connects 21 pins. The number of hold-slack violations in the final timing report is 0. The maximum clock frequency came out at 0.409 GHz.

The latest clock arrival within the worst-skew pair is 0.29 ns. The number of flip-flops in the largest register is 16. STA classifies the critical path endpoint as a register. The area overhead of the layout relative to synthesis came out at 20.4%.

Setup repair after global routing left no endpoint under its margin. The average detailed-routed wire length per instance came out at 11.5 um. The x dimension of the die came out at 66.0 um. According to the timing report, the critical path is launched from rst. The total antenna diodes in the routed design is 0. The measured slew at the worst slew-check pin is 0.723 ns. The critical path data arrival time came out at 2.36 ns. The post-synthesis cell type count is 35. The number of antenna violations at the first check in global routing came out at 0. The number of clock sinks came to 37.

The most common flop cell mapped by yosys is dfxtp_1. The critical path ends at shift_reg[9]. The chip area came out at between 0.004 and 0.005 mm^2. Per the timing report, the most critical flop-to-flop path finishes at bit_cnt[1]. The vias after detailed routing is 1105.

The leakage dissipation is 0.653 nW. The total overflow left after global routing is 0. The timing report gives the clock slew at the launch and capture registers of the worst setup and hold paths as 0.06 ns. Once the floorplan was initialized, standard cells occupied 43.1% of the core. The depth of the most critical reg-to-reg path came out at 7.

The top cell type in the final layout, fill and taps aside, is dfxtp_1. Per the cell usage report, the commonest logic cells after layout are dfxtp_1, clkdlybuf4s50_1, nor2b_1, nor2_1, edfxtp_1. The filler cell count in the final layout is 333.

The power report puts the net switching power at around 0.00015 W. The relative max-transition margin came out at between 50% and 60%. The DRC violation count after routing is 0. The via count of the first global-routing pass came to 976.

The clock arrives with between 0.005 and 0.006 ns of skew. The power report attributes to the sequential group a share of between 50% and 60%. The power per cell area is 393 mW/mm^2. The internal power of the cells is 0.000622 W. The final cycle utilization of the critical path came out at 66.1%. The combined area of the multi-input logic cells is 698 um^2. The number of violations reported at the end of detailed-routing iteration 0 came out at 63. TritonCTS built the clock tree. In the Yosys report, the sequential cells make up 55.0% of the chip area. The final sum of negative setup slack came out at 0 ns. The count of buffers added by post-CTS timing repair for setup came out at 0. The synthesized instance count is 152.

In the final report, the number of pins over their slew limit comes to 0. The sequential cells in the finished layout cover a total of 901 um^2. All stages included, the depth of the critical timing path comes to 2. The post-synth design cell area came out at 0.00164 mm^2. The share of flip-flops with an asynchronous set or reset is 0%.

The area of the core is approximately 0.0038 mm^2. The slowest cell on the critical path is clkdlybuf4s50_1. The total number of warnings across the stage logs is 25. The number of standard-cell rows in the floorplan came out at 22. Looking at the power breakdown, combinational cells take 6.4% of the total.
worst register-to-register path: stages, from the launching register on:
cell and delay [ns]:
dfxtp_1 0.39, ha_1 0.25, and3_1 0.19, ha_1 0.21, nand2_1 0.11, nand3_1 0.18
or2_2 0.35, a21oi_1 0.15
per-layer routing:
metal	GRT usage [%]	part of all wire, %	routed length, um
met1	24.3	53	1360
met2	18.2	40	1020
met3	3.15	4.9	127
met5	0	0	0
met4	2.66	2.5	63
synthesized netlist by cell type (3+ instances only):
library cell  count  share of area (%)
inv_1             6                1.4
nand3_1           6                1.8
nor2b_1          17                6.5
ha_1              3                2.3
a21oi_1           4                1.2
nor3_1            3               0.92
xnor2_1           7                3.7
nand4_1           3                1.1
and3_1            3                1.1
clkbuf_1          3               0.69
dfxtp_1          21                 26
nor2_1           16                3.7
xor2_1            3                1.6
edfxtp_1         16                 29
nand2_1          12                2.7
kinds of logic after synthesis:
| group | synth area share, % |
|---|---|
| AND/OR/NAND/NOR | 23.0 |
| flip-flops | 55.0 |
| AND-OR/OR-AND | 5.73 |
| XOR/XNOR | 5.35 |
| buffers and inverters | 2.37 |
| multiplexers | 6.26 |
| adder cells (fa/ha/maj) | 2.29 |
stage by stage:
| step | cell area, um^2 | total power, W | utilization (%) | instances |
|---|---|---|---|---|
| floorplan | 1640 | 0.000478 | - | 152 |
| global placement | 1880 | 0.000502 | 49.5 | 216 |
| detailed placement | 1880 | 0.000505 | 49.5 | 216 |
| CTS | 1970 | 0.000781 | 51.9 | 224 |
| global route | 1970 | 0.000807 | 51.9 | 224 |
| finish | 1970 | 0.000775 | 51.9 | 224 |
how the worst min path moves through the flow:
stage,end,slack (ns),cells past startpoint
CTS,bit_cnt[4],0.46,2
finish,bit_cnt[4],0.46,2
global route,bit_cnt[4],0.51,2
power by group through the flow:
stage                 Sequential (W)  Combinational (W)  Clock, W
after CTS                   0.000446          0.0000500  0.000285
after global routing        0.000447          0.0000546  0.000305
final                       0.000446          0.0000494  0.000280
area by class of cell:
class	count	area share [%]
Timing Repair Buffer	20	10.2
Multi-Input combinational cell	105	35.4
Tap cell	48	3.05
Sequential cell	37	45.7
Clock buffer	8	4.57
Inverter	6	1.14
Power is estimated from default activity; no workload was simulated.
